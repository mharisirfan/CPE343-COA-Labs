==> flow/run.sh <==
#!/bin/bash
# OpenROAD 26Q1-2900-gdf79404cd8, Yosys 0.63+post, stock flow scripts
make -C /OpenROAD-flow-scripts/flow DESIGN_CONFIG=/design/flow/config.mk WORK_HOME=/design/flow/orfs finish
==> flow/config.mk <==
export PLATFORM = sky130hd
export DESIGN_NAME = registerfile
export DESIGN_NICKNAME = registerfile
export VERILOG_FILES = /design/flow/design.v
export SDC_FILE = /design/flow/constraint.sdc
export NUM_CORES = 4
export LEC_CHECK = 1
export CORE_UTILIZATION = 30
==> flow/constraint.sdc <==
current_design registerfile

set clk_period 9.5
set clk_io_pct 0.2

create_clock -name clk0 -period $clk_period [get_ports {clock}]

set non_clock_inputs [all_inputs -no_clocks]
set_input_delay [expr $clk_period * $clk_io_pct] -clock clk0 $non_clock_inputs
set_output_delay [expr $clk_period * $clk_io_pct] -clock clk0 [all_outputs]
==> flow/design.v <==
`timescale 1ns / 1ps
module registerfile(
 input clock, reset, regwrite,
input [4:0] RA, RB , RW,
input [31:0] busw,
output reg [31:0] busa,busb);
reg [31:0] Registers [0:31];
always@ (*)
begin
Registers[0] = 32'd0;
busa= Registers[RA];
busb= Registers[RB];
end
integer i;
always @ (posedge clock)
begin
if (reset)
   for ( i=1 ; i <= 31 ; i=i+1)
        Registers[i]<= 32'd0;
else
if(regwrite)
Registers[RW] <= busw;
end
endmodule
==> impl_metrics.ini <==
; implementation run metrics
[setup_path]
path_max_fanout = 18
crit_buf_inv = 5
cp-start-kind = primary input
r2r_cells = 2
crit_family = simple AND/OR/NAND/NOR gates
cpMostUsedCell = buf_4
critPathSlowestCell = nor3b_1
cpPeakStageDelay_ps = 1250
crit_chain = buf_2 > buf_4 > nor3b_1 > buf_4 > and2_2 > buf_4 > a22oi_1 > nand4_1 > or4_1 > clkdlybuf4s50_1
crit_cells = 10
critPathKind = primary input to output pin
cp.arrival_ps = 6570
crit_required_ps = 7600
cp-end-kind = output pin

[finish]
syn_to_final_growth_pct = 15.2
final_cells = 8332
nFillCells = 15900
top_regs = Registers: 992 flops
layout-drive-gt1-share_pct = 9.53
largest_reg_flops = 992
regMostFlops = Registers

[power_and_ir_drop]
power_frac_comb_pct = 6.9
finalPower_mw = 9.28
leakage_nw = 17.6
pwr-share-seq_pct = 45.5
switching_share_pct = 26.7
p_clk_share_pct = 47.6
p_int_mw = 6.80
peakVddDrop_mv = 0.134
power_density_nw_per_um2 = 170
switchingPower_mw = 2.47

[final_timing]
timing.fmax_mhz = 118
setup_viol = 0
finalClockPeriodUsage_pct = 89.1
finalHoldViolations = 0
tightest_slew_ps = 1540
whs_ps = 469
relSlewSlack_pct = -2.61
drv_slew = 6
rsz0062_at_grt = no
min_period_ps = 8470
skew_ps = 0
setup_tns_ps = 0

[hold_path]
holdPathStages = 2
hold_class = flip-flop to flip-flop

[grt]
grt_pass1_wl_um = 403000
grt-ovfl-total = 0
grtUsageTotal_pct = 37.4
grt_start_max_net_pins = 157
antenna_found_initial = 18
grt_pass1_vias = 49100

[clock_network]
cts.sinks = 992
h-tree-depth = 3
cts_resized = 0
numCtsBuffers = 110
root_buffer = clkbuf_16
cts_hold_buf = 0
post_cts_buffers = 0
clk_latency_ps = 750
clkSlewWorstSetupHoldPaths_ps = 60
clock_path_buffers = 3
cts_tree = done

[synthesis]
async_reset_ff_share_pct = 0
ys_chip_area_um2 = 47500
ff_type = dfxtp_1
ys_ff = 992
yosysCellCount = 6356
synth_warnings = 2
synth_area_per_cell_um2 = 7.47
ys_types = 64
synth-edff-count = 0
ys_seq_share_pct = 41.8
syn_inst = 6356
synth_area_um2 = 47500

[place]
routabilityCongestion = 1.06
hpwl_um = 181000
placed_cells = 8124
port_buffers = 113

[floorplan]
die_width_um = 400
io_pins = 114
fp_util_pct = 30.3
die_area_um2 = 160000
core_region_area_um2 = 157000
num_rows = 145
die_h_um = 400

[job]
warnings = 45
maxCapViolCount = 1

[drt]
vias_per_cell = 6.42
drt_first_pass_iters = 10
vias = 53500
drtIter0Drc = 7778
wl_per_cell_um = 35.9
ant_nets = 0
wirelength_um = 299000
remaining_drc_errors = 0

[status]
status = finished, violations left
violations = max-capacitance violations, max-slew violations
-- kinds of logic (layout without fill, tap and decap cells) --
logic type / after synthesis / count (layout) / share of synthesized area, %
flops: 992 / 992 / 41.8
simple gates: 2649 / 2649 / 24.0
mux: 129 / 129 / 2.85
other cells: 0 / 11 / 0
buf+inv: 652 / 559 / 5.45
compound gates: 1934 / 1934 / 25.9
-- final cells by class --
| class | count | area (um^2) | area share [%] |
|---|---|---|---|
| inverter | 5 | 18.8 | 0.0343 |
| timing repair buffer | 357 | 3040 | 5.55 |
| tap | 2058 | 2570 | 4.71 |
| multi-input combinational | 4712 | 25600 | 46.8 |
| sequential | 992 | 19900 | 36.3 |
| clock buffer | 150 | 3110 | 5.68 |
| clock inverter | 47 | 489 | 0.895 |
| antenna | 11 | 27.5 | 0.0503 |
-- placed cells by master (no fill, tap or decap), drive strengths merged, types with 19 or more instances in the layout --
cell	count
mux2	29
or4	30
mux2i	98
o22ai	42
a22oi	639
a2bb2oi	45
and3	148
nor2	54
nand2	2067
nand3	41
or3	24
dfxtp	992
clkinv	30
and4	22
a22o	41
clkbuf	150
nand4	138
a221oi	19
and2	26
a2111oi	42
clkdlybuf4s50	107
buf	250
a21oi	1037
nor3	30
-- power by group through the flow --
stage,clock [mW],sequential [mW],combinational [mW]
global route,4.56,4.22,0.625
finish,4.42,4.22,0.637
CTS,4.41,4.22,0.595
-- stage by stage --
| step | utilization [%] | area [um^2] | worst slack [ps] |
|---|---|---|---|
| 3_3_place_gp | 32.6 | 51100 | 1530 |
| 3_5_place_dp | 32.6 | 51100 | 1540 |
| 5_1_grt | 34.9 | 54700 | 1170 |
| 6_report | 34.9 | 54700 | 1030 |
| 4_1_cts | 34.9 | 54700 | 1520 |
| 2_1_floorplan | - | 47500 | 3970 |
-- worst min-delay path, stage by stage (launching register included) --
cell and delay (ps):
dfxtp_1 310, nand2_1 50, a21oi_1 50
-- final timing paths --
check,startpoint,endpoint,slack [ps]
worst max register to register,Registers[31][20]$_SDFFE_PP0P_,Registers[31][20]$_SDFFE_PP0P_,8620
worst min-delay path,Registers[14][10]$_SDFFE_PP0P_,Registers[14][10]$_SDFFE_PP0P_,470
worst max-delay path,RA[1],busa[22],1030
worst min register to register,Registers[14][10]$_SDFFE_PP0P_,Registers[14][10]$_SDFFE_PP0P_,470
-- cell usage after synthesis (all sizes together), types with 3 or more instances --
| cell type | number | share of area (%) |
|---|---|---|
| a2111oi | 42 | 1.1 |
| a21oi | 1037 | 11 |
| a221oi | 19 | 0.35 |
| a222oi | 18 | 0.38 |
| a22o | 41 | 0.76 |
| a22oi | 639 | 10 |
| a2bb2oi | 45 | 0.83 |
| a31oi | 5 | 0.066 |
| a32oi | 11 | 0.20 |
| and2 | 26 | 0.35 |
| and3 | 148 | 2.0 |
| and3b | 3 | 0.055 |
| and4 | 22 | 0.41 |
| buf | 91 | 1.0 |
| clkbuf | 556 | 4.4 |
| dfxtp | 992 | 42 |
| inv | 4 | 0.032 |
| mux2 | 29 | 0.69 |
| mux2i | 98 | 2.1 |
| nand2 | 2067 | 16 |
| nand2b | 11 | 0.15 |
| nand3 | 41 | 0.43 |
| nand3b | 7 | 0.11 |
| nand4 | 138 | 1.8 |
| nand4bb | 4 | 0.095 |
| nor2 | 54 | 0.44 |
| nor2b | 14 | 0.18 |
| nor3 | 30 | 0.35 |
| nor3b | 7 | 0.12 |
| nor4 | 11 | 0.15 |
| nor4b | 3 | 0.069 |
| o211ai | 6 | 0.095 |
| o21ai | 5 | 0.053 |
| o22ai | 42 | 0.55 |
| o2bb2ai | 11 | 0.20 |
| o32ai | 3 | 0.055 |
| or2 | 4 | 0.053 |
| or3 | 24 | 0.32 |
| or4 | 30 | 0.47 |
-- per-layer routing --
| layer | part of all wire (%) | vias to the layer above | global-route usage (%) |
|---|---|---|---|
| li1 | - | 22100 | - |
| met3 | 15 | 1341 | 17.3 |
| met2 | 40 | 4453 | 50.7 |
| met4 | 8.6 | 24 | 25.3 |
| met5 | 0.086 | - | 0.908 |
| met1 | 36 | 25500 | 47.5 |
Power is estimated from default activity; no workload was simulated.
