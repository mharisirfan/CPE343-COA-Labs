$ cat design/flow/design.v
`timescale 1ns / 1ps
module ProgramCounter(
 input clk,reset,enable,
 output reg [31:0]pc
);
wire [31:0] pc_next;
always @(posedge clk)
begin
 if (reset)
  pc <=32'b0;
else if(enable)
pc <=pc_next;
end
assign pc_next = pc+1;
 endmodule
$ cat design/flow/run.sh
#!/bin/bash
# OpenROAD 26Q1-2900-gdf79404cd8, Yosys 0.63+post, stock flow scripts
make -C /OpenROAD-flow-scripts/flow DESIGN_CONFIG=/design/flow/config.mk WORK_HOME=/design/flow/orfs finish
$ cat design/flow/config.mk
export PLATFORM = sky130hd
export DESIGN_NAME = ProgramCounter
export DESIGN_NICKNAME = ProgramCounter
export VERILOG_FILES = /design/flow/design.v
export SDC_FILE = /design/flow/constraint.sdc
export NUM_CORES = 4
export LEC_CHECK = 1
export CORE_AREA = 10 10 103 103
export DIE_AREA = 0 0 113 113
$ cat design/flow/constraint.sdc
current_design ProgramCounter

set clk_period 5.4
set clk_io_pct 0.2

create_clock -name clk0 -period $clk_period [get_ports {clk}]

set non_clock_inputs [all_inputs -no_clocks]
set_input_delay [expr $clk_period * $clk_io_pct] -clock clk0 $non_clock_inputs
set_output_delay [expr $clk_period * $clk_io_pct] -clock clk0 [all_outputs]
==> run notes <==
Notes on the flow run.

- Hold repair after CTS inserted 0 buffers.
- The number of levels the H-tree was split into is 2, for reference.
- The fraction of the core area occupied by cells at floorplan is 18.8%, for reference.
- The synthesis report lists the Yosys warning total as 1.
- The yosys cell count is 181, for reference.
- The power report attributes to the sequential group a share of 49.1%.
- The overall die height is 113 µm, for reference.
- The kind of capture point of the worst setup path is a flip-flop, for reference.
- The report lists the number of standard-cell rows as 33.
- The mux share of post-synthesis cell area is 8.56%, for reference.
- The global routing report lists met1 layer usage as 8.34%.
- The required time of the worst setup path is 5580 ps, for reference.
- The post-synth count of flops with an enable pin is 0.
- In the Yosys report, the sequential cells make up 41.0% of the chip area.
- Dividing the detail-routed wire length by the instance count gives 12.1 µm.
- The switching power total is 0.106 mW, for reference.
- The largest registers in the layout are pc x32.
- The met2 usage is 8.83%, for reference.
- The CTS buffer count is 5, for reference.
- Summing all flip-flop and latch instances after layout gives 641 µm².
- Entering global routing, the biggest net connects 44 pins.
- The run finished with clean final reports.
- The total count of max-transition violations in the final report is 0, for reference.
- The mean number of vias per cell is 4.24, for reference.
- The worst-case max-slew headroom was logged as 70.4%.
- The DRC violation count after routing is 0, for reference.
- The maximum vdd drop is 111 µV, for reference.
- The distinct cell type count after synthesis is 32, for reference.
- Looking at the power breakdown, combinational cells take 3.4% of the total.
- The number of warnings the tools reported is 25, for reference.
- The cell count after synthesis came out at 181.
- The detailed-routing iteration count for the pre-antenna-repair pass is 4, for reference.
- The commonest register cell is dfxtp_1.
- The synthesized netlist occupies a cell area of 1560 µm².
- In the layout the commonest cells are clkdlybuf4s50_1, dfxtp_1, nor2_1.
- The clock sink total is 32, for reference.
- The clock tree from TritonCTS is built, for reference.
- After global routing, the most crowded layer is met2.
- The area share of and/or/nand/nor cells after synthesis is 33.4%, for reference.
- The final count of hold timing violations is 0, for reference.
- The initial antenna violation count is 0, for reference.
- The final total negative setup slack is 0 ps, for reference.
- The total detailed-routing wirelength is 3850 µm, for reference.
- 35 I/O pins were placed.
- The standard cell core area is 8300 µm², for reference.
- In this run the maximum-capacitance check reported violations numbering 0.
- The category of the worst setup path launch point is an input pin, for reference.
- The power report attributes to the clock group a share of 47.6%.
- Setup violations remaining at the end of the flow were counted as 0.
- According to the dpl log, the detail-placed design has an HPWL of 2760 µm.
- The static leakage is 0.705 nW, for reference.
- According to the floorplan report, the die width is 113 µm.
- The placed standard-cell area is 2000 µm², for reference.
- In this run the layout overhead on the synthesized area is reported as 34.7%.
- The count of vias placed by the detailed router is 1353, for reference.
- Per the synthesis report, the adder-cell share of the synthesized area is 0.800%.
- The top cell type in the final layout, fill and taps aside, is clkdlybuf4s50_1.
- Based on the critical path, the design can be clocked at up to 0.341 GHz.
- After synthesis, the mean cell area works out to 8.64 µm².
- The via count of the first global-routing pass is 1273, for reference.
- The prevailing logic family in the synthesized netlist is simple AND/OR/NAND/NOR gates, for reference.
- The signal arrival time at the worst endpoint is 3110 ps, for reference.
- The final weighted congestion recorded by global placement is 0.760.
- The fraction of final layout cells with drive strength greater than 1 is 10.7%, for reference.
- The filler-free cell count of the finished design is 319, for reference.
- Per the GRT congestion report, total overflow comes to 0.
- After detailed placement, the design holds a cell count of 311.
- The clock reaches the later pin of the worst-skew pair after 290 ps.
- The part of the cycle the worst path needs is 54.3%, for reference.
- The critical path in this run is classified as in -> reg.
- Across all hold checks on the routed design, the worst slack comes to 529 ps.
- The buffer depth of the longest clock path is 2, for reference.
- The count of antenna diodes in the layout is 0, for reference.
- The flip-flop and latch count after synthesis is 32, for reference.
- The root buffer cell chosen for the clock tree is clkbuf_8.
- The post-layout instance area is 2110 µm², for reference.
- The post-synthesis compound-gate area fraction is 4.96%, for reference.
- The final timing report lists clock skew as 10.5 ps.
- The total power is 0.488 mW, for reference.
- In this run the remaining antenna-violating nets after routing total 0.
- The worst-case setup margin in the final layout is 2470 ps, for reference.
- In the synthesized netlist the async set-or-reset flop fraction comes to 0%.
- For met3 alone, demand over resource in global routing was 3.21%.
- The final core utilization is 25.4%, for reference.
- The transition time at the pin with the least slew margin is 444 ps, for reference.
- The type recorded for the worst min-delay path is reg -> reg.
- The synthesized netlist has a Yosys-reported chip area of 1560 µm².
- The count of buffers from port buffering is 34, for reference.
- The register with the most flip-flops is pc, for reference.
- The script computed a power per unit cell area of 231 nW/µm².
- The first global-routing pass estimated 6650 µm of wire.
- The detailed router's first-iteration violation count is 65, for reference.
- The shortest clock period the worst path allows after layout is 2930 ps, for reference.
- Global routing consumed, over all layers together, 6.16% of the routing resources.
- Setup repair after global routing left no endpoint under its margin.
- The flip-flop count of the largest register, all copies and words added is 32, for reference.
- According to the floorplan report, the total die area is 12800 µm².
- In the power breakdown, the internal column shows 0.381 mW.
- Summing all multi-input logic gate instances after layout gives 861 µm².
- The layout filler cell count is 873, for reference.
- The largest driver fanout on the critical path is 9, for reference.
- In this run the post-CTS setup repair buffer count came out at 0.
- The report lists the number of cells resized after CTS as 0.
- The registers of the reported paths see a clock transition of 70 ps.
- Per the breakdown, switching nets consume 21.8% of all power.
- The area share of xor/xnor cells in the synthesized design is 7.28%, for reference.
- STA on the placed design reports a worst setup slack of 2180 ps.
[final timing paths]
kind / slack, ps / cells past startpoint / endpoint / from
min: 530 / 2 / pc[20] / pc[20]
max: 2470 / 5 / pc[28] / enable
max reg2reg: 3430 / 4 / pc[31] / pc[8]
min reg2reg: 530 / 2 / pc[20] / pc[20]
[synth_stat cells, types with 2 or more instances]
cell type | instances | share of area, %
a21oi_1 | 7 | 2.2
and3_1 | 2 | 0.80
and4_1 | 3 | 1.7
buf_2 | 2 | 0.64
clkbuf_1 | 7 | 1.7
dfxtp_1 | 32 | 41
inv_1 | 4 | 0.96
mux2_1 | 2 | 1.4
mux2_2 | 9 | 6.5
nand2_1 | 9 | 2.2
nand3_1 | 9 | 2.9
nand4_1 | 10 | 4.0
nor2_1 | 26 | 6.2
nor2b_1 | 10 | 4.0
nor3_1 | 10 | 3.2
nor4_1 | 2 | 0.80
o21ai_0 | 4 | 1.3
o31ai_1 | 3 | 1.4
or3_1 | 4 | 1.6
or4_1 | 3 | 1.4
xnor2_1 | 4 | 2.2
xor2_1 | 9 | 5.0
[layout make-up]
cell class	count	area share, %
clock inverter	3	2.02
sequential	32	30.4
inverter	4	0.713
multi-input combinational	135	40.9
clock buffer	5	3.27
tap	105	6.24
timing repair buffer	35	16.5
[critical path: stages]
cell	delay (ps)
clkdlybuf4s50_1	600
and4_1	410
nand4_1	350
nor3_1	300
mux2_2	360
[power groups by stage]
| stage | Clock [mW] | Sequential [mW] | Combinational [mW] |
|---|---|---|---|
| 4_1_cts | 0.238 | 0.239 | 0.0167 |
| 5_1_grt | 0.250 | 0.239 | 0.0192 |
| 6_report | 0.232 | 0.239 | 0.0165 |
[cell families (layout without fill, tap and decap cells)]
kind of cell	count (synthesis)	count (layout)
flip-flops	32	32
AND/OR/NAND/NOR	95	95
multiplexers	12	12
buffers and inverters	14	47
XOR/XNOR	13	13
adder cells (fa/ha/maj)	1	1
AND-OR/OR-AND	14	14
[metal layers]
| metal | vias to the layer above | wire [µm] |
|---|---|---|
| li1 | 696 | - |
| met2 | 32 | 1620 |
| met4 | 0 | 25 |
| met3 | 4 | 362 |
| met5 | - | 0 |
| met1 | 621 | 1850 |
Power and IR drop assume default switching activity.
