==> /design/flow/design.v <==
`timescale 1ns / 1ps
module InstructionMemory(
  input[31:0] address,
  output reg [31:0]Instruction 
);
reg [31:0] register [7:0];
initial begin
        register[0] <= 32'h8c0c0000;
        register[1] <= 32'h8c0c0001;
        register[2] <= 32'h8c0c0002;
        register[3] <= 32'h8c0c0003;
        register[4] <= 32'h018d4820;
        register[5] <= 32'h01cf5020;
        register[6] <= 32'h01494022;
        register[7] <= 32'hac080004;
    end
always @ (address)
begin
Instruction<=register[address];			 
end
endmodule
==> /design/flow/run.sh <==
#!/bin/bash
# OpenROAD 26Q1-2900-gdf79404cd8, Yosys 0.63+post, stock flow scripts
make -C /OpenROAD-flow-scripts/flow DESIGN_CONFIG=/design/flow/config.mk WORK_HOME=/design/flow/orfs finish
==> /design/flow/config.mk <==
export PLATFORM = sky130hd
export DESIGN_NAME = InstructionMemory
export DESIGN_NICKNAME = InstructionMemory
export VERILOG_FILES = /design/flow/design.v
export SDC_FILE = /design/flow/constraint.sdc
export NUM_CORES = 4
export LEC_CHECK = 1
export CORE_AREA = 10 10 70 70
export DIE_AREA = 0 0 80 80
==> /design/flow/constraint.sdc <==
current_design InstructionMemory

set clk_period 1.0
set clk_io_pct 0.2

create_clock -name clk0 -period $clk_period

set non_clock_inputs [all_inputs -no_clocks]
set_input_delay [expr $clk_period * $clk_io_pct] -clock clk0 $non_clock_inputs
set_output_delay [expr $clk_period * $clk_io_pct] -clock clk0 [all_outputs]
==> ds_physical_params.txt <==
Characteristics after synthesis and place and route

Parameter                              Value

Finish
  Layout-stage area growth over the synthesis result    82.50%
  Clock buffer cells    0
  Seq Cell Count    0
  Final Util    0.1604
  Storage cell area    0 um^2
  Share of cells above drive strength 1    0.5862

Synthesis
  Share of the yosys chip area belonging to registers    0
  Mean instance size in the synthesized netlist    7.507 um^2
  Synthesis warning total    1
  Post-synthesis chip area from yosys    300.3 um^2
  Ys cells    40
  Post-synthesis cell count    40
  Number of distinct library cell variants in the gate-level netlist after synthesis    10
  Netlist area before placement    300.3 um^2

Timing
  Ratio of final minimum period to clock period    1.085
  Worst hold margin    680.5 ps
  Worst path setup slack after routing    -84.77 ps
  Total count of hold-check failures in the final report    0
  Setup repair after global routing missed its margin    yes
  Number of max-slew violations in the final report    0
  Total negative slack    -310.9 ps
  Peak clock frequency supported by timing    0.9219 GHz
  Crit path time final    1085 ps
  Number of endpoints failing setup at the final stage    5

Floorplan
  Die Footprint    0.006400 mm^2
  Ports    64
  Row Count    21
  Height of the die    80 um
  Core ar.    0.003416 mm^2
  Fp util    0.08791
  Die X-Extent    80 um

Route
  Residual antenna-violating net count after detailed routing    0
  Routed vias/inst    2.365
  Routed wire length per instance    8.413 um
  Via count of the routed design    246
  1st-iter DRT viols    1
  Total Wirelength    875 um
  Antenna diode instance count    0
  Number of DRC violations after detailed routing    0
  TritonRoute pass-1 iters    2

GRT
  Global routing usage summed across all routing layers    0.02124
  Initial antenna violation count    0
  Total congestion overflow    0
  Vias in the first global route    251
  Met3 track demand over resource in global routing    0.005682
  Met1 capacity usage during global routing    0.02966
  Wire length of the first global-routing pass    1.207 mm
  Largest net degree at the start of global routing    7
  Met2 Use GR    0.03371
  Grt peak-use layer    met2

Place
  Worst setup slack after placement    -929.2 ps
  Input/output buffers    20
  Gp weighted congestion    0.6638
  DPL Wire Length    686.7 um

Pwr
  Power per standard cell area    303.6 mW/mm^2
  Worst VDD drop    0.04699 mV
  Static leakage    0.2804 nW
  Overall Power    0.1664 mW

Worst setup path
  Kind of critical path    in2out
  Cell type of the slowest stage on the worst timing path    ha_4
  Most prevalent standard cell on the critical path    buf_6
  Maximum net fanout on the critical path    5
  Critical path's largest stage delay    160 ps
  Critical Path Source Type    input pin
  Type of destination of the critical path    primary output
  Crit path DRT    800 ps
  Arr. time, crit path    880 ps
  Ordered cell list for the critical path    buf_12, ha_4, buf_6, nor2b_4, buf_6, buf_6

Flow run
  Max-cap viol count    0
  Stage-log warning count    66

Run status
  Failing checks    setup timing
  Status    complete, but fails checks

Hold path
  Class of the most critical hold timing path    in2out
layout make-up:
| cell class | count | area (um^2) |
|---|---|---|
| inverters | 2 | 12.51 |
| multi-input cells | 29 | 226.5 |
| repair buffers | 27 | 251.5 |
| fillers | 393 | 2868 |
| well taps | 46 | 57.56 |
through the flow:
step / std cells / area (um^2)
final: 104 / 548.0
after global routing: 104 / 548.0
after CTS: 103 / 520.5
after detailed placement: 99 / 456.7
after global placement: 99 / 456.7
after floorplan: 53 / 349.1
worst paths after layout:
path	start	to	slack (ps)	depth (start not counted)
setup / recovery	address[1]	Instruction[5]	-80	6
hold / removal	address[0]	Instruction[0]	680	3
layout by cell type (no fill, tap or decap):
cell type        synthesis  layout
conb_1                   2      15
buf_6                    0       8
buf_2                    0       6
clkdlybuf4s15_1          0       3
clkbuf_2                 0       3
buf_4                   22       3
and2_1                   4       2
and2_4                   0       2
inv_4                    0       2
ha_4                     0       2
ha_2                     0       2
buf_12                   0       2
nor2b_4                  0       1
mux2_4                   1       1
and2b_1                  1       1
nand2b_4                 0       1
nor2b_1                  2       1
nand2_1                  1       1
buf_8                    0       1
dlygate4sd2_1            0       1
critical path: cells and delay by family:
family	cells	cell delay, ps
buffers and inverters	4	410
AND/OR/NAND/NOR	1	110
adder cells (fa/ha/maj)	1	160
cells in the mapped netlist:
library cell | instances | area (um^2)
conb_1 | 2 | 7.510
nand2b_1 | 1 | 6.260
ha_1 | 4 | 50.05
nor2b_1 | 2 | 12.51
nand2_1 | 1 | 3.750
and2_1 | 4 | 25.02
and2b_1 | 1 | 7.510
mux2_4 | 1 | 15.01
inv_1 | 2 | 7.510
buf_4 | 22 | 165.2
power by group:
part | internal [mW] | switching, mW | total (mW) | leakage (nW)
Combinational | 0.114 | 0.0528 | 0.166 | 0.280
Clock | 0 | 0 | 0 | 0
Sequential | 0 | 0 | 0 | 0
routing by layer:
layer	share of wire	vias up
met2	0.42	24
met4	0	0
met5	0	-
li1	-	118
met1	0.48	104
met3	0.11	0
what timing repair did:
item	4_1_cts	5_1_grt
resized	82	9
setup buffers	4	1
hold buffers	0	0
setup endpoints to repair	17	11
pin swaps	3	2
logic make-up after synthesis:
kind of cell               count (synthesis)  share of synthesized area
other                                      2                    0.02501
and+or+nand+nor                            9                     0.1833
buffers and inverters                     24                     0.5750
adders and majority gates                  4                     0.1667
muxes                                      1                    0.04999
Power figures rest on the tool's default switching activity, not on a simulated workload.
